--- design/flow/config.mk ---
export PLATFORM = sky130hd
export DESIGN_NAME = datamem
export DESIGN_NICKNAME = datamem
export VERILOG_FILES = /design/flow/design.v
export SDC_FILE = /design/flow/constraint.sdc
export NUM_CORES = 4
export LEC_CHECK = 1
export CORE_UTILIZATION = 40
--- design/flow/constraint.sdc ---
current_design datamem

set clk_period 14.0
set clk_io_pct 0.2

create_clock -name clk0 -period $clk_period [get_ports {clk}]

set non_clock_inputs [all_inputs -no_clocks]
set_input_delay [expr $clk_period * $clk_io_pct] -clock clk0 $non_clock_inputs
set_output_delay [expr $clk_period * $clk_io_pct] -clock clk0 [all_outputs]
--- design/flow/design.v ---
module datamem (
				input [7:0] read_addr,
				input [7:0] write_addr,
				input [7:0] write_data,
				input mem_write,
				input mem_read,
				input clk, 
				output reg [7:0] read_data
				);
reg [7:0] register [255:0];
always@(posedge clk) 
begin
	if(mem_write) register[write_addr] = write_data;
	if(mem_read) read_data = register[read_addr];
end
endmodule 
--- design/flow/run.sh ---
#!/bin/bash
# OpenROAD 26Q1-2900-gdf79404cd8, Yosys 0.63+post, stock flow scripts
make -C /OpenROAD-flow-scripts/flow DESIGN_CONFIG=/design/flow/config.mk WORK_HOME=/design/flow/orfs finish
==> flow_summary.yaml <==
# yosys + openroad results
setup_path:
  crit_type: "input port to flop"
  worstPathRequired_ns: 14.67
  cp-start-kind: "input port"
  endpoint_kind: "flop"
  cp.arrival_ns: 10.09
  crit_fanout: 61
  reg2reg_slack_ns: 9.39
sta:
  fin_crit_ns: 9.42
  hold_viol_final: 0
  fmax_ghz: 0.106
  fin_crit_sh: 0.673
  tightest_slew_ns: 1.69
  relSlewSlack: -0.129
  drv_slew: 11
  tns_ns: 0
  rsz0062_at_grt: "false"
  setup_viol_count_final: 0
  fin_skew_ns: 0.0900
global_routing:
  grt_first_pass_wirelength_um: 823000
  grt.overflow.total: 0
  grt_usage: 0.592
  grt_max_degree: 81
  antenna_found_initial: 137
  grt_pass1_vias: 80233
clocking:
  numCtsBuffers: 217
  tritoncts: "built"
  cts-root-buf: "clkbuf_16"
  post-cts-setup-buffers: 0
  clk_path_buf_depth: 3
  cts_resized: 0
  h-tree-depth: 4
  holdBufCountCts: 0
  clk_latency_ns: 0.93
  cts_sinks: 2056
  clk_pin_slew_ns: 0.07
yosys:
  synth.distinct_cells: 115
  topCellsByArea: "dfxtp_1 (46%), mux2_2 (17%), nand2_1 (5.3%), o21ai_0 (4.4%), a22oi_1 (2.4%)"
  ys_seq_frac: 0.467
  synth-edff-count: 8
  synth_top_cell_by_area: "dfxtp_1"
  ff_type: "dfxtp_1"
  top_area_frac: 0.464
  ys_cells: 9061
  synth_flops: 2056
  ys_top_cells_by_count: "dfxtp_1 (2,048), mux2_2 (1,311), nand2_1 (1,250), o21ai_0 (780), clkbuf_1 (549)"
  synth.most_common_cell: "dfxtp_1"
  ys_area_um2: 88400
  syn_inst: 9061
  yosys_warnings: 2
  avgSynthCellArea_um2: 9.75
  synth_area_um2: 88400
  postSynth.asyncResetShare: 0
power_and_ir_drop:
  leakagePower_nw: 40.9
  total_power_mw: 17.3
  p_per_area_nw_per_um2: 165
  vdd_drop_max_v: 0.000139
placed_design:
  dpl.hpwl_um: 468000
  place_congestion: 1.18
  port_buffers: 34
  dp_cells: 12142
run_status:
  violations: "max-capacitance violations, max-slew violations"
  status: "complete, but fails checks"
finish:
  syn2layout_area_growth_pct: 18.9
  seq_area_um2: 41200
  drive_above_1_share: 0.288
  logic_area_um2: 44800
  instances_no_fill: 12775
  fill_cells: 19970
floorplan:
  die_area_um2: 223000
  core-area_um2: 220000
  die_w_um: 472
  initial_core_util: 0.402
  io_pins: 35
  die_h_um: 472
  row_count: 172
drt:
  ant_nets: 0
  drt_iter0_markers: 11997
  dr.pass1.iters: 7
  vias_per_cell: 7.03
  route.detailed.drc: 0
  wirelength_um: 646000
  vias: 89817
  wl_per_cell_um: 50.5
run:
  warning_count: 28
  drv_cap: 3
min_path:
  min_path_type: "flop to flop"
[cell usage in the layout, fill, tap and decap left out, types with 72 or more instances in the layout]
cell type  netlist  final
dfxtp_1       2048   2048
mux2_2        1311   1311
nand2_1       1250   1250
buf_4           23    858
o21ai_0        780    770
nor2_1         388    372
a22oi_1        288    287
diode_2          0    223
clkbuf_16        0    218
nand3_1        173    173
a22o_1         158    158
a21oi_1        127    127
nand4_1        125    125
and2_1          90     90
a32oi_1         90     90
nor3_1         114     85
inv_1           78     72
[registers in the layout, indices dropped and copies added, names as in the netlist]
register,flops
register,2048
read_data,8
[critical path, cell delays in order]
cell and delay [ns]:
buf_2 0.48, buf_4 0.72, o21ai_1 0.35, o21ai_1 0.62, a21oi_4 0.12, buf_4 0.36, nor3_2 0.69, buf_4 0.37
mux2_2 0.38, a22o_1 0.26, nor4_1 0.64, nand4_1 0.61, or4_1 0.72, or4_1 0.59, o32a_1 0.31
[layer usage]
layer,share of wire,routed length (µm),vias to the layer above,global-route usage
met3,0.18,119000,2570,0.450
li1,-,-,34619,-
met2,0.37,236000,8224,0.716
met5,0.0059,3780,-,0.149
met4,0.099,63700,90,0.455
met1,0.34,222000,44314,0.676
[layout make-up]
cell class,count,area share
antenna,223,0.00531
clock buffer,327,0.0609
clock inverter,77,0.0115
inverter,83,0.00315
multi-input combinational,6238,0.427
sequential,2056,0.393
tap,2871,0.0342
timing repair buffer,900,0.0655
[report_power, final]
group | total (mW) | internal (mW) | leakage [nW] | switching, mW
Sequential | 7.82 | 7.43 | 17.3 | 0.389
Combinational | 3.29 | 1.24 | 20.0 | 2.05
Clock | 6.18 | 3.52 | 3.72 | 2.66
Total | 17.3 | 12.2 | 40.9 | 5.10
[cell families (layout without fill, tap and decap cells)]
family | after synthesis | after routing | share of synthesized area
compound gates | 2165 | 2165 | 0.170
xor+xnor | 7 | 7 | 0.000779
buf+inv | 767 | 1387 | 0.0359
flops | 2056 | 2056 | 0.467
mux | 1363 | 1363 | 0.173
other cells | 0 | 223 | 0
simple gates | 2703 | 2703 | 0.154
[stage by stage]
step | hold slack (ns) | setup slack, ns | instance area (µm²) | util
CTS | 0.444 | 5.18 | 104000 | 0.475
global route | 0.454 | 4.85 | 105000 | 0.477
finish | 0.441 | 4.58 | 105000 | 0.478
global placement | 0.421 | 4.03 | 96700 | 0.441
detailed placement | 0.428 | 4.26 | 96700 | 0.441
floorplan | 0.409 | 6.60 | 88400 | -
[worst paths after layout]
| check | from | endpoint | cells past startpoint |
|---|---|---|---|
| worst max-delay path | write_addr[5] | read_data[4] | 15 |
| worst min-delay path | register[48][1] | register[48][1] | 2 |
| worst max register to register | register[119][4] | read_data[4] | 9 |
| worst min register to register | register[48][1] | register[48][1] | 2 |
No activity file was given, so power comes from the tool's default toggle rates.
